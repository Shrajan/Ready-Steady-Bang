[design/flow/design.v]
module N_Bit_Comparator  #(														 
    parameter  						NUMBER_WIDTH = 12							 
)( 
    input  	  [(NUMBER_WIDTH-1):0]  FIRST_NUMBER      ,							 
    input     [(NUMBER_WIDTH-1):0]  SECOND_NUMBER     , 						 
    output reg					    FN_GREATER_THAN_SN 							 
);
	always @ ( FIRST_NUMBER , SECOND_NUMBER )						
		begin
			if ( FIRST_NUMBER >= SECOND_NUMBER )								 
				begin 
					FN_GREATER_THAN_SN <= 1'b1;
				end
			else
				begin
					FN_GREATER_THAN_SN <= 1'b0;
				end
		end
endmodule																		 
[design/flow/run.sh]
#!/bin/bash
# OpenROAD 26Q1-2900-gdf79404cd8, Yosys 0.63+post, stock flow scripts
make -C /OpenROAD-flow-scripts/flow DESIGN_CONFIG=/design/flow/config.mk WORK_HOME=/design/flow/orfs finish
[design/flow/config.mk]
export PLATFORM = sky130hd
export DESIGN_NAME = N_Bit_Comparator
export DESIGN_NICKNAME = N_Bit_Comparator
export VERILOG_FILES = /design/flow/design.v
export SDC_FILE = /design/flow/constraint.sdc
export NUM_CORES = 4
export LEC_CHECK = 1
export CORE_AREA = 10 10 70 70
export DIE_AREA = 0 0 80 80
[design/flow/constraint.sdc]
current_design N_Bit_Comparator

set clk_period 2.6
set clk_io_pct 0.2

create_clock -name clk0 -period $clk_period

set non_clock_inputs [all_inputs -no_clocks]
set_input_delay [expr $clk_period * $clk_io_pct] -clock clk0 $non_clock_inputs
set_output_delay [expr $clk_period * $clk_io_pct] -clock clk0 [all_outputs]
==> results.toml <==
# physical design summary
[cts]
hold_buffers = 0
post_cts_buffers = 0

[floorplanning]
die_h_um = 80
core_area_sq_um = 3416
fp-row-count = 21
fp_util = 0.09011
die_x_um = 80
io_pins = 25
design.die.area_sq_um = 6400

[timing]
setup_viol = 0
grt_setup_unrepaired = "false"
finalClockPeriodUsage = 0.9627
worst_pin_slew_ns = 0.1953
slew_headroom = 0.8690
slew_violations = 0
min_period_ns = 2.503
hold_viol_final = 0
fmax_ghz = 0.3995

[detailed_routing]
drt-met1-wl_um = 537
drt.antenna.violating_nets = 0
drtIter0Drc = 1
drt_first_pass_iters = 2
num_vias = 346
highest_layer = "met3"
antenna_cells = 0
route.detailed.drc = 0
wl_met2_um = 225
avgRoutedWirePerCell_um = 8.384
wl_um = 939
via_per_inst = 3.089
wl_met3_um = 176

[grt]
grtUsageTotal = 0.02725
grt_pass1_vias = 360
antenna_found_initial = 0
grt_first_pass_wirelength_um = 1524
gr-total-overflow = 0
grt_max_degree = 3

[yosys]
yosysWarnings = 1
synth_stat.cells = 39
synthCells = 39
yosys.cell_types.count = 13
netlist_area_sq_um = 307.8
ys_chip_area_sq_um = 307.8
postSynthSeqShare = 0
synth.avg_cell_area_sq_um = 7.892

[hold_path]
min-delay-start = "FIRST_NUMBER[9]"
worstHoldEndpoint = "FN_GREATER_THAN_SN"
holdPathStages = 6
hold_path.class = "in2out"

[cells_and_area]
final_util = 0.1923
layout-drive-gt1-share = 0.1364
n_clock_buffer = 0
final-seq-area_sq_um = 0
layout_top_cells = "clkdlybuf4s50_1 (20), inv_1 (12), ha_1 (10), dlymetal6s2s_1 (3)"
area_delta_synth_final_pct = 113.4
seq_cell_count = 0
lay_top_count = "clkdlybuf4s50_1"

[setup_path]
cp_cell_sequence = "clkdlybuf4s50_1, inv_1, ha_1, a211oi_2, o21ai_1, a221o_1, buf_2"
arrival_ns = 1.98
crit_type = "in2out"
critPathMaxFanout = 2
setup.worst_path.start_class = "input pin"
crit_path_end_kind = "primary output"
max_stage_delay_ns = 0.45
cp_num_buf_inv = 3
critPathSlowestCell = "clkdlybuf4s50_1"
critPathTopFamily = "buffers and inverters"
critical_path_required_ns = 2.08

[pwr]
cellLeakagePower_uw = 0.0003373
power_density_nw_per_um2 = 130.7
ir_worst_vdd_mv = 0.04653
p_total_uw = 85.88

[flow_run]
drv_cap = 0
warning_count = 32

[placed_design]
routabilityCongestion = 0.7784
hpwl_um = 838.4
portBuffers = 25

[status]
status = "finished, final reports clean"
==> cell usage after synthesis <==
cell type  number  share of area
nand2_1         1          0.012
ha_1           12           0.49
a21oi_1         1          0.016
o21ai_0         2          0.033
o21ai_1         1          0.016
a211oi_2        2          0.081
o21bai_1        1          0.024
a211oi_1        1          0.024
inv_1          13           0.16
nand2b_4        1          0.045
a21o_1          2          0.049
nand4_1         1          0.020
a221o_1         1          0.033
==> where the power goes <==
group,leakage (uW),internal [uW],total [uW],switching [uW]
logic,0.000337,57.7,85.9,28.2
clock network,0,0,0,0
registers,0,0,0,0
total,0.000337,57.7,85.9,28.2
==> tightest hold or removal path, stage by stage <==
cell            delay (ns)
dlymetal6s2s_1        0.13
ha_4                  0.14
a21o_1                0.07
a21o_1                0.11
a221o_1               0.13
buf_2                 0.08
==> kinds of logic after synthesis <==
logic type / after synthesis / synth area share
and+or+nand+nor: 3 / 0.07723
buffers and inverters: 13 / 0.1585
AOI/OAI and AO/OA: 11 / 0.2764
adders and majority gates: 12 / 0.4878
==> repair_timing <==
item	in CTS	in global routing
pin swaps	4	4
gates resized	5	6
endpoints found under the setup margin	1	1
==> metal layers <==
layer  up-vias  track usage
met5         -            0
met4         0            0
met3         0      0.01818
met2        25      0.02809
met1       131      0.04417
li1        190            -
==> stage by stage <==
| step | setup slack [ns] | TNS, ns | cell area (sq um) | instances | hold WS [ns] |
|---|---|---|---|---|---|
| after floorplan | 0.6036 | 0 | 307.8 | 39 | 1.264 |
| after global placement | -0.3831 | -0.3831 | 630.6 | 112 | 2.234 |
| after detailed placement | -0.3731 | -0.3731 | 630.6 | 112 | 2.230 |
| after CTS | 0.002253 | 0 | 636.9 | 112 | 1.856 |
| after global routing | 0.005696 | 0 | 656.9 | 112 | 1.773 |
| final | 0.09686 | 0 | 656.9 | 112 | 1.701 |
==> layout make-up <==
class                           count  area (sq um)
Fill cell                         380          2759
Tap cell                           46         57.56
Inverter                           13         48.80
Multi-Input combinational cell     26         284.0
Timing Repair Buffer               27         266.5
==> how the worst max path moves through the flow <==
stage | depth (start not counted) | from | endpoint | slack, ns
finish | 7 | SECOND_NUMBER[5] | FN_GREATER_THAN_SN | 0.1
CTS | 7 | SECOND_NUMBER[0] | FN_GREATER_THAN_SN | 0.002
global route | 7 | SECOND_NUMBER[5] | FN_GREATER_THAN_SN | 0.006
No activity file was given, so power comes from the tool's default toggle rates.

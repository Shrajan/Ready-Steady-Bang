==> flow/design.v <==
module Frequency_Divider #(														 
    parameter 	INCOMING_CLOCK_FREQUENCY  = 50000000,							 
	parameter 	FIXED_CLOCK_FREQUENCY     = 100000,								 
	parameter 	TOGGLE = (INCOMING_CLOCK_FREQUENCY / FIXED_CLOCK_FREQUENCY)/2,   
	parameter	MAXIMUM_WIDTH             = 32    ,								 
	parameter   INCREMENT				  = 1                                    
)(
    input     	FD_CLOCK_IN,													 
    input       FD_RESET,														 
    output reg 	FD_CLOCK_OUT													 
);
	wire [(MAXIMUM_WIDTH-1):0] CURRENT_COUNTER ; 								 
	localparam LOW  = 0;														 
	localparam HIGH = 1; 														 
	N_Bit_Counter # 		  (
		. COUNTER_VALUE_WIDTH ( MAXIMUM_WIDTH   ),
		. COUNTER_MAX_VALUE	  ( TOGGLE		    ),
		. COUNTER_INCREMENT	  ( INCREMENT	    )
	) FD_Toggler 			  (
		. COUNTER_CLOCK		  ( FD_CLOCK_IN	    ),
		. COUNTER_RESET		  ( FD_RESET	    ),
		. COUNTER_ENABLE      ( HIGH			),
		. COUNTER_VALUE	      (	CURRENT_COUNTER )
	);
	always @ ( posedge FD_CLOCK_IN or posedge FD_RESET )						 
		begin																	 
				if ( FD_RESET ) 												 
					begin
						FD_CLOCK_OUT <= LOW;									 
					end 
				else if ( CURRENT_COUNTER == TOGGLE - 1 )							 
					begin 
						FD_CLOCK_OUT <= ~ FD_CLOCK_OUT;							 
					end
		end
endmodule
module Frequency_Generator #(													 
    parameter 	INCOMING_CLOCK_FREQUENCY  		= 50000000,						 
	parameter 	INTERMEDIATE_CLOCK_FREQUENCY	= 100000,						 
	parameter 	FIXED_CLOCK_FREQUENCY    		= 10							 
)(
    input     	clock_in,														 
    input       reset_in,														 
    output  	clock_out														 
);
	wire  clock_intermediate; 													 
	Frequency_Divider # 	  	   (
		. INCOMING_CLOCK_FREQUENCY ( INCOMING_CLOCK_FREQUENCY	  ),
		. FIXED_CLOCK_FREQUENCY	   ( INTERMEDIATE_CLOCK_FREQUENCY )
	) FG_STAGE_1			  (
		. FD_CLOCK_IN		  ( clock_in	       ),
		. FD_RESET		  	  ( reset_in	       ),
		. FD_CLOCK_OUT     	  ( clock_intermediate )
	);
	Frequency_Divider # 	  	   (
		. INCOMING_CLOCK_FREQUENCY ( INTERMEDIATE_CLOCK_FREQUENCY	  ),
		. FIXED_CLOCK_FREQUENCY	   ( FIXED_CLOCK_FREQUENCY			  )
	) FG_STAGE_2			  (
		. FD_CLOCK_IN		  ( clock_intermediate ),
		. FD_RESET		  	  ( reset_in	       ),
		. FD_CLOCK_OUT     	  ( clock_out		   )
	);
endmodule
module N_Bit_Counter #(															 
	parameter                				COUNTER_VALUE_WIDTH = 12,			 
    parameter         COUNTER_MAX_VALUE = (2**COUNTER_VALUE_WIDTH)-1,			 
    parameter               				COUNTER_INCREMENT   = 1				 
)(
    input                    				COUNTER_CLOCK    ,					 
    input                    				COUNTER_RESET    ,  				 
    input                    				COUNTER_ENABLE   ,  				 
    output reg [(COUNTER_VALUE_WIDTH-1):0]  COUNTER_VALUE = 0 					 
);
	localparam ZERO = {(COUNTER_VALUE_WIDTH){1'b0}}; 							 
	always @ ( posedge COUNTER_CLOCK or posedge COUNTER_RESET )					 
		begin																	 
			if ( COUNTER_RESET ) 												 
				begin
					COUNTER_VALUE <= ZERO;										 
				end 
			else if ( COUNTER_ENABLE ) 											 
				begin
					if ( COUNTER_VALUE >= COUNTER_MAX_VALUE ) 					 
						begin
							COUNTER_VALUE <= ZERO;								 
						end 
					else 
						begin
							COUNTER_VALUE <= COUNTER_VALUE + COUNTER_INCREMENT;	 
						end
				end
		end
endmodule																		 
==> flow/run.sh <==
#!/bin/bash
# OpenROAD 26Q1-2900-gdf79404cd8, Yosys 0.63+post, stock flow scripts
make -C /OpenROAD-flow-scripts/flow DESIGN_CONFIG=/design/flow/config.mk WORK_HOME=/design/flow/orfs finish
==> flow/config.mk <==
export PLATFORM = sky130hd
export DESIGN_NAME = Frequency_Generator
export DESIGN_NICKNAME = Frequency_Generator
export VERILOG_FILES = /design/flow/design.v
export SDC_FILE = /design/flow/constraint.sdc
export NUM_CORES = 4
export LEC_CHECK = 1
export CORE_UTILIZATION = 40
==> flow/constraint.sdc <==
current_design Frequency_Generator

set clk_period 2.0
set clk_io_pct 0.2

create_clock -name clk0 -period $clk_period [get_ports {clock_in}]

set non_clock_inputs [all_inputs -no_clocks]
set_input_delay [expr $clk_period * $clk_io_pct] -clock clk0 $non_clock_inputs
set_output_delay [expr $clk_period * $clk_io_pct] -clock clk0 [all_outputs]
==> flow_summary.toml <==
# generated from flow reports
[placement]
placement.io_buffers = 2
detailedPlace.worstSlack_ns = 0.351
gpl.final_weighted_congestion = 0.777
hpwlAfterDp_um = 1880

[grt]
grt_first_pass_wirelength_um = 5260
grt_pass1_vias = 1217
antenna_violations_before_repair = 0
largest_net_degree_at_the_start_of_global_routing = 35
grt.total_usage_pct = 10.9
globalRouteOverflowTotal = 0

[synthesis]
yosys.area.top_type = "sky130_fd_sc_hd__dfrtp_1"
synth_largest_type_area_fraction_pct = 69.8
ff_type = "sky130_fd_sc_hd__dfrtp_1"
post-synth-top-count-cell = "sky130_fd_sc_hd__dfrtp_1"
post_synth_most_frequent_cells = "66 x sky130_fd_sc_hd__dfrtp_1, 17 x sky130_fd_sc_hd__nor2_1, 13 x sky130_fd_sc_hd__nor4_1, 11 x sky130_fd_sc_hd__xnor2_1, 9 x sky130_fd_sc_hd__nand3_1"
edff_count_synth = 0
synth.yosys.seq_area_share_pct = 69.8
synthesis.area_mm2 = 0.00237
postSynthAreaPerCell_um2 = 13.7
ys_cells = 173
top_cells_by_area = "sky130_fd_sc_hd__dfrtp_1 70%, sky130_fd_sc_hd__xnor2_1 4.1%, sky130_fd_sc_hd__nor4_1 3.4%, sky130_fd_sc_hd__nor2_4 3.3%, sky130_fd_sc_hd__xor2_1 3.0%"
yosysWarnings = 6
chip_area_yosys_mm2 = 0.00237
synthCells = 173
synth.distinct_cells = 27
synth_async_sr_flop_share_pct = 100
synth.ff_latch_count = 66

[power_and_ir_drop]
p_comb_share_pct = 3.2
leakagePower_nw = 1.18
ir_worst_vdd_mv = 0.509
power_density_mw_per_mm2 = 439
seq_power_share_pct = 58.6
internal_power_mw = 0.938
power.net_switching_mw = 0.259
p_sw_share_pct = 21.6
pwr-share-clk_pct = 38.2

[final_timing]
timing.fmax_mhz = 601
finalWorstPathRequiredPeriod_ns = 1.66
slew_violations = 0
min_setup_slack_post_route_ns = 0.337
unclocked_pins = 33
setup_total_negative_slack_ns = 0
final.setup_skew_ns = 0.00420
max-slew-margin-rel_pct = 54.5
setup_viol = 0
finalHoldViolations = 0
timing_worst_slew_pin_value_ns = 0.681
unrepaired_setup_endpoints_after_global_routing = "no"
share_of_the_clock_period_used_by_the_worst_path_after_layout_pct = 83.1
count_of_endpoints_without_a_timing_constraint = 15

[setup_path]
worst-endpoint-arrival_ns = 1.86
worst_setup_path_end_kind = "register"
crit_path_start_kind = "register"
critPathMaxFanout = 8
critPathKind = "reg -> reg"
worstPathRequired_ns = 2.20

[die]
fp.dieArea_mm2 = 0.00623
die-width_um = 78.9
floorplanUtilization_pct = 42.2
die_h_um = 78.9
design.portCount = 3
coreArea_mm2 = 0.00561
num_rows = 27

[detailed_routing]
drc_violation_total_after_the_first_tritonroute_iteration = 30
wirelength_um = 2760
drt_drc_violations_left = 0
routed-via-count = 1185
drt.antenna.violating_nets = 0
num_antenna_cells = 0
detail_routed_via_count_per_cell = 3.99
first_pass_iters = 3
wl_per_cell_um = 9.29

[clock_network]
clk_transition_reported_paths_ns = 0.06
clk_path_buf_depth = 2
ctsRootBufferMaster = "sky130_fd_sc_hd__clkbuf_8"
cts.repair.resized = 0
postCtsSetupBuffers = 0
post_cts_hold_buffer_count = 0
cts.htree.levels = 2
tritoncts.num_buffers = 5
tritoncts = "yes"
insertion_delay_ns = 0.27

[worst_hold_path]
worstHoldPathType = "reg -> reg"

[cells_and_area]
synthToLayoutAreaGrowth_pct = 15.2
drive_above_1_share_pct = 10.7

[job]
maxCapViolations = 0
log.warning_count = 29

[status]
outcome = "complete, no violations"
## state kept, by name, indices dropped and copies added, names as in the netlist
register and flops:
FG_STAGE_1.FD_CLOCK_OUT 1, FG_STAGE_1.FD_Toggler.COUNTER_VALUE 32, FG_STAGE_2.FD_CLOCK_OUT 1, FG_STAGE_2.FD_Toggler.COUNTER_VALUE 32
## final timing paths
path	depth (start not counted)	from	slack [ns]	endpoint
max reg2reg	5	FG_STAGE_1.FD_Toggler.COUNTER_VALUE[0]$_DFF_PP0_	0.34	FG_STAGE_1.FD_Toggler.COUNTER_VALUE[7]$_DFF_PP0_
min in group asynchronous	2	reset_in	0.61	FG_STAGE_1.FD_Toggler.COUNTER_VALUE[20]$_DFF_PP0_
min	1	FG_STAGE_1.FD_CLOCK_OUT$_DFFE_PP0N_	0.47	FG_STAGE_1.FD_CLOCK_OUT$_DFFE_PP0N_
min reg2reg	1	FG_STAGE_1.FD_CLOCK_OUT$_DFFE_PP0N_	0.47	FG_STAGE_1.FD_CLOCK_OUT$_DFFE_PP0N_
max	5	FG_STAGE_1.FD_Toggler.COUNTER_VALUE[0]$_DFF_PP0_	0.34	FG_STAGE_1.FD_Toggler.COUNTER_VALUE[7]$_DFF_PP0_
max in group asynchronous	2	reset_in	1.01	FG_STAGE_1.FD_Toggler.COUNTER_VALUE[15]$_DFF_PP0_
## kinds of logic (layout without fill, tap and decap cells)
family	count (synthesis)	count (layout)	synth area share, %
DFF	66	66	69.8
buffers and inverters	10	20	1.96
xor gates and xnor gates	19	19	7.03
other	1	43	0.158
AOI/OAI and AO/OA	3	3	1.00
adders and majority gates	5	5	2.64
and+or+nand+nor	69	69	17.4
## final cells by class
| cell class | count | area (µm²) |
|---|---|---|
| clock inverter | 3 | 17.5 |
| timing repair buffer | 5 | 42.5 |
| multi-input combinational | 139 | 826 |
| inverter | 7 | 30.0 |
| sequential | 66 | 1650 |
| tap | 72 | 90.1 |
| clock buffer | 5 | 68.8 |
| fill | 504 | 2880 |
## routing by layer
layer | GRT usage [%] | wire [µm]
met1 | 16.2 | 1360
met2 | 18.2 | 1310
met4 | 1.64 | 41
met3 | 1.98 | 48
met5 | 0 | 0
## power by group through the flow
stage     Combinational (mW)  Clock (mW)  Sequential (mW)
4_1_cts               0.0420       0.480            0.701
5_1_grt               0.0505       0.511            0.703
6_report              0.0388       0.457            0.701
## per-stage QoR
stage               instance area [µm²]  utilization [%]  hold WS (ns)  total power [mW]  std cells
detailed placement                 2640             47.1         0.463             0.756        289
finish                             2730             48.6         0.472              1.20        297
floorplan                          2530                -         0.495             0.740        215
global placement                   2640             47.1         0.456             0.753        289
CTS                                2730             48.6         0.471              1.22        297
global route                       2730             48.6         0.502              1.26        297
## layout by cell type (no fill, tap or decap), types with 3 or more instances in the layout
cell / count
sky130_fd_sc_hd__dfrtp_1: 66
sky130_fd_sc_hd__nor4_1: 13
sky130_fd_sc_hd__xnor2_1: 11
sky130_fd_sc_hd__inv_1: 6
sky130_fd_sc_hd__nand2_1: 6
sky130_fd_sc_hd__xor2_1: 8
sky130_fd_sc_hd__clkbuf_8: 5
sky130_fd_sc_hd__buf_4: 3
sky130_fd_sc_hd__nor2_1: 17
sky130_fd_sc_hd__nand4_1: 3
sky130_fd_sc_hd__nor2_2: 3
sky130_fd_sc_hd__ha_1: 5
sky130_fd_sc_hd__conb_1: 43
sky130_fd_sc_hd__nand3_1: 9
sky130_fd_sc_hd__nor3_1: 3
sky130_fd_sc_hd__nor2_4: 7
## worst max-delay path, cell delays in order (launching register included)
cell and delay, ns:
sky130_fd_sc_hd__dfrtp_1 0.43, sky130_fd_sc_hd__inv_1 0.07, sky130_fd_sc_hd__ha_1 0.19, sky130_fd_sc_hd__o311a_1 0.31
sky130_fd_sc_hd__or3_1 0.44, sky130_fd_sc_hd__nor2_1 0.15
Power figures rest on the tool's default switching activity, not on a simulated workload.
